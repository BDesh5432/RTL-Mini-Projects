===== flow/design.v =====
module ADD(input [15:0] A , B, output reg [15:0] C);
always@(*)
C = A+B;
endmodule
module CNTR(
    input LdB,
    input clk,
    input decB,
    input [15:0] din,
    output reg [15:0] dout
);
always @(posedge clk)
   begin
     if(LdB)
       dout <= din;
     else if(decB)
        dout <= dout - 1;
   end
endmodule
module COMP(input [15:0]din, output eqz);
  assign eqz = (din-1 == 0);
endmodule
module Mul_DP(
    input LdA,
    input LdB,
    input LdP,
    input clrP,
    input decB,
    input clk,
    input [15:0] data_in,
    output eqz
);
wire [15:0] X, Y, Z, Bout;
PIPO1 A (.LdA(LdA), .clk(clk), .din(data_in), .dout(X));
PIPO2 P (.LdP(LdP), .clk(clk), .clrP(clrP), .din(Z), .dout(Y));
ADD add(.A(X), .B(Y), .C(Z));
CNTR B (.LdB(LdB), .clk(clk), .decB(decB), .din(data_in), .dout(Bout));
COMP eq (.din(Bout), .eqz(eqz));
endmodule
module PIPO1(
    input LdA,
    input clk,
    input [15:0] din,
    output reg [15:0] dout
);
always @(posedge clk)
  begin
    if(LdA)
     dout <= din;
  end
endmodule
module PIPO2(
    input LdP,
    input clk,
    input clrP,
    input [15:0] din,
    output reg [15:0] dout
);
always @(posedge clk)
  begin
    if(clrP)
      dout <= 16'b0;
    else if(LdP)
      dout <= din;
  end
endmodule

===== flow/run.sh =====
#!/bin/bash
# OpenROAD 26Q1-2900-gdf79404cd8, Yosys 0.63+post, stock flow scripts
make -C /OpenROAD-flow-scripts/flow DESIGN_CONFIG=/design/flow/config.mk WORK_HOME=/design/flow/orfs finish

===== flow/config.mk =====
export PLATFORM = sky130hd
export DESIGN_NAME = Mul_DP
export DESIGN_NICKNAME = Mul_DP
export VERILOG_FILES = /design/flow/design.v
export SDC_FILE = /design/flow/constraint.sdc
export NUM_CORES = 4
export LEC_CHECK = 1
export CORE_AREA = 10 10 83 83
export DIE_AREA = 0 0 93 93

===== flow/constraint.sdc =====
current_design Mul_DP

set clk_period 3.4
set clk_io_pct 0.2

create_clock -name clk0 -period $clk_period [get_ports {clk}]

set non_clock_inputs [all_inputs -no_clocks]
set_input_delay [expr $clk_period * $clk_io_pct] -clock clk0 $non_clock_inputs
set_output_delay [expr $clk_period * $clk_io_pct] -clock clk0 [all_outputs]

==> metrics.yaml <==
hp-class: "flip-flop to flip-flop"
grt_pass1_vias: 900
dp.cells: 202
mux_share_pct: 3.058
io_pins: 23
fin_ws_ns: 0.4282
path_class: "flip-flop to primary output"
num_vias: 893
synthFlopType: "edfxtp_1"
grt_overflow_total: 0
reg2reg_from: "B.dout[10]"
final_cell_mix: "nand2_1, clkdlybuf4s50_1, edfxtp_1, o21ai_0, buf_4"
coreArea_sq_um: 5140
reg2regPathDepth: 6
ys_seq_share_pct: 43.49
yosysCellCount: 116
warning_count: 29
yosys_warnings: 4
drtPass1Iterations: 4
fp_util_pct: 21.49
final_area_sq_um: 1499
drv_cap: 0
ir_worst_vdd_uv: 149.5
clockRootBuffer: "clkbuf_8"
clkTransAtPathRegs_ns: 0.06
hold_depth: 1
htreeDepth: 1
die_width_um: 93
ys_ff: 16
routedWlPerCell_um: 11.41
grt_use_total_pct: 5.739
cp_num_cells: 6
grt_pass1_wl_mm: 4.146
postPlaceCellArea_sq_um: 1374
tightest_slew_ns: 0.4294
worst-path-buf-inv: 1
slowest_delay_ns: 0.53
worstSkewPairLatency_ns: 0.24
fill_cells: 564
grt_max_degree: 17
crit_start: "B.dout[1]"
p_per_area_nw_per_um2: 374.4
grt_antenna_before_repair: 0
dieArea_sq_um: 8649
viasPerCell: 4.212
slew_violations: 0
synth_area_sq_um: 1105
yosys.cell_types.count: 32
ctsLongestPathBuffers: 2
finalPower_mw: 0.5612
top_register: "B.dout"
rsz0062_at_grt: "false"
finalSetupViolCount: 0
ys_sh_simple_pct: 25.25
rows: 26
compound_area_share_pct: 9.853
fin_cells: 212
drtAntennaViolNets: 0
cts_tree: "yes"
pre_cts_ws_ns: 0.2162
edf_count: 16
end_kind: "primary output"
fmax_mhz: 336.5
port_buffers: 19
ys_sh_adder_pct: 2.265
hpwlAfterDp_mm: 1.767
drc: 0
critPathTopFamily: "simple AND/OR/NAND/NOR gates"
drive_above_1_share_pct: 17.61
ys_top_logic_family: "simple AND/OR/NAND/NOR gates"
path_cells: "or4b_1, o31ai_1, a22oi_1, or4_4, nor4_4, dlymetal6s2s_1"
cts_sinks: 16
worstPathMaxFanout: 5
synthArstFlopShare_pct: 0
numCtsBuffers: 3
globalplace.congestion: 0.8242
period_needed_ns: 2.972
die_h_um: 93
hold_viol_final: 0
final_common_cell: "nand2_1"
slew_headroom_pct: 71.11
status: "finished clean"
fin_tns_setup_ns: 0
syn2layout_area_growth_pct: 35.67
critPathRequiredTime_ns: 2.72
critPathCapture: "eqz"
reg2reg_to: "B.dout[15]"
slowest_stage: "or4b_1"
p_leak_nw: 0.5233
largest_reg_flops: 16
largestRegisters: "B.dout: 16 flops"
period_used_pct: 87.40
startpoint_type: "flip-flop"
routed_wl_mm: 2.419
syn_area_per_cell_sq_um: 9.524
xor_area_share_pct: 11.89
ys_area_sq_um: 1105
finClkSkew_ns: 0.001416
drtIter0Drc: 70
syn_inst: 116
reg2reg_slack_ns: 1.42
diodes: 0
crit_arrival_ns: 2.29
[synthesized netlist by cell type (all sizes together) (3+ instances only)]
cell type   n  area [sq um]
xnor2       9         78.83
mux2        3         33.78
nor2       10         37.54
xor2        6         52.55
nand3       3         15.01
edfxtp     16         480.5
o21ai      14         70.07
nor4        4         46.29
nand2      21         78.83
nor3        4         20.02
clkbuf      5         28.77
[cell type report]
type                            instances  area [sq um]  area share (%)
Inverter                                2         7.507          0.5008
Timing Repair Buffer                   30         275.3           18.36
Multi-Input combinational cell         91         606.8           40.48
Tap cell                               70         87.58           5.843
Clock buffer                            3         41.29           2.755
Sequential cell                        16         480.5           32.05
[metrics by stage]
step                util, %  hold WS (ns)
global route          29.16        0.6853
floorplan                 -        0.6267
CTS                   27.97        0.6586
global placement      26.73        0.6411
finish                29.16        0.6656
detailed placement    26.73        0.6444
[power breakdown]
group / leakage, nW / total, mW / internal, mW / switching (mW)
sequential: 0.166 / 0.279 / 0.248 / 0.0310
combinational: 0.336 / 0.143 / 0.0815 / 0.0616
clock: 0.0216 / 0.140 / 0.0784 / 0.0611
[worst min path at each step]
stage / from / to / slack (ns)
5_1_grt: B.dout[0] / B.dout[0] / 0.69
6_report: B.dout[0] / B.dout[0] / 0.67
4_1_cts: B.dout[0] / B.dout[0] / 0.66
[what timing repair did]
action	in CTS	in global routing
buffers inserted	2	5
resized	2	5
hold buffers	0	0
endpoints found under the setup margin	1	1
[per-layer routing]
metal	GRT usage, %	vias up	routed length (um)
li1	-	465	-
met1	8.014	414	1187
met2	9.054	12	1131
met3	1.373	2	91
met4	0.8997	0	9
met5	0	-	0
[cells by family (layout without fill, tap and decap cells)]
group / count (synthesis) / after routing
AND/OR/NAND/NOR: 52 / 52
AND-OR/OR-AND: 19 / 19
flip-flops: 16 / 16
XOR/XNOR: 15 / 15
buffers and inverters: 9 / 35
multiplexers: 3 / 3
adder cells (fa/ha/maj): 2 / 2
No activity file was given, so power comes from the tool's default toggle rates.
