==> ./design.v <==
module Sync_FIFO(clk, reset, data_in, wr_en, rd_en, data_out, Full, Empty);
parameter Width = 8;
parameter Depth = 10;            
input clk, reset, wr_en, rd_en;
input [Width-1:0] data_in;
output reg [Width-1:0] data_out;
output Full, Empty;
reg [Width-1:0] FIFO [Depth-1:0];
reg [$clog2(Depth)-1:0] wr_ptr, rd_ptr;
reg [$clog2(Depth):0] count;
always @(posedge clk)
 begin
   if(reset)
      begin
        wr_ptr <= 0;
        rd_ptr <= 0;
        count <= 0;
        data_out <= 0;
      end
   else
      begin
       if(wr_en && !Full)
        begin 
         FIFO[wr_ptr] <= data_in;
         wr_ptr <= (wr_ptr == Depth-1)? 0 : (wr_ptr + 1);
         count <= count + 1; 
        end
       if(rd_en && !Empty)
        begin
         data_out <= FIFO[rd_ptr];
         rd_ptr <= (rd_ptr == Depth-1)? 0 : (rd_ptr + 1);
         count <= count - 1;
        end
      end
 end
assign Full = (count == Depth);
assign Empty = (count == 0);
endmodule
==> ./run.sh <==
#!/bin/bash
# OpenROAD 26Q1-2900-gdf79404cd8, Yosys 0.63+post, stock flow scripts
make -C /OpenROAD-flow-scripts/flow DESIGN_CONFIG=/design/flow/config.mk WORK_HOME=/design/flow/orfs finish
==> ./config.mk <==
export PLATFORM = sky130hd
export DESIGN_NAME = Sync_FIFO
export DESIGN_NICKNAME = Sync_FIFO
export VERILOG_FILES = /design/flow/design.v
export SDC_FILE = /design/flow/constraint.sdc
export NUM_CORES = 4
export LEC_CHECK = 1
export CORE_UTILIZATION = 40
==> ./constraint.sdc <==
current_design Sync_FIFO

set clk_period 3.8
set clk_io_pct 0.2

create_clock -name clk0 -period $clk_period [get_ports {clk}]

set non_clock_inputs [all_inputs -no_clocks]
set_input_delay [expr $clk_period * $clk_io_pct] -clock clk0 $non_clock_inputs
set_output_delay [expr $clk_period * $clk_io_pct] -clock clk0 [all_outputs]
==> impl_metrics.yaml <==
# generated from flow reports
run_status:
  outcome: "finished clean"
route:
  detail_route.iter0.violations: 68
  routed_wl_um: 7170
  dr.pass1.iters: 4
  vias_per_cell: 5.14
  dr_total_vias: 2126
  wl_per_cell_um: 17.3
  drcViolationCount: 0
  ant_nets: 0
  n_antenna_cell: 0
hold_path:
  hp-class: "flip-flop to flip-flop"
yosys:
  yosysCellCount: 243
  ff_type: "edfxtp_1"
  synth.cell_area_um2: 4050
  edf_count: 80
  ys.flops: 101
  synth_seq_share_pct: 69.7
  async_reset_ff_share_pct: 0
  ys_warn_count: 1
  yosys.area.top_type: "edfxtp_1"
  ys_chip_area_um2: 4050
  synthCells: 243
  synthTopCellsByArea: "edfxtp_1, dfxtp_1, mux4_2"
  ys_types: 37
  avgSynthCellArea_um2: 16.7
  yosys.area.top_type_share_pct: 59.3
timing:
  fmax_mhz: 354
  rsz0062_at_grt: "false"
  finalClockSkew_ns: 0.0137
  hold_viol: 0
  finalWorstPathRequiredPeriod_ns: 2.83
  tns_ns: 0
  maxSlewViolCount: 0
  timing.final.crit_share_pct: 74.4
  final-setup-viol-count: 0
  worst_slew_pin_slew_ns: 0.804
  slew_headroom_pct: 46.1
final_layout:
  drive_gt1_share_pct: 16.7
  area_delta_synth_final_pct: 14.3
  final_cell_mix: "edfxtp_1, nand2_1, dfxtp_1, clkdlybuf4s50_1, mux4_2"
  layoutNonFillerInstCount: 414
  final_common_cell: "edfxtp_1"
die:
  dieArea_um2: 10500
  fp-row-count: 36
  core-area_um2: 9770
  die_x_um: 103
  fp-utilization_pct: 41.5
  ios: 22
  die_h_um: 103
clocking:
  cts_tree: "done"
  cts.repair.resized: 0
  clkSlewWorstSetupHoldPaths_ns: 0.10
  clock_path_buffers: 2
  hold_buffers: 0
  cts_root_buf: "clkbuf_8"
  htreeDepth: 3
  post_cts_buffers: 0
  cts_buffers: 9
  cts.sinks: 101
  insertion_delay_ns: 0.36
grt:
  grt_pass1_wl_um: 11200
  grt_max_degree: 19
  gr-usage-all-layers_pct: 16.2
  grt_pass1_vias: 2076
  grt-ovfl-total: 0
  antenna_found_initial: 0
power:
  pwr-share-comb_pct: 21.2
  ir_drop_uv: 240
  p_int_uw: 1800
  switching_share_pct: 27.2
  p_sw_uw: 673
  power_density_nw_per_um2: 534
  p_leak_uw: 0.00147
  pwr-share-seq_pct: 54.9
  p_clk_share_pct: 23.9
critical_path:
  crit_path_start_kind: "flip-flop"
  crit_path_max_fanout: 18
  critPathCaptureType: "flip-flop"
  required_ns: 4.08
  cp.arrival_ns: 3.11
  criticalPathCategory: "flip-flop to flip-flop"
run:
  max_cap_violations: 0
  warnings: 25
place:
  dp_hpwl_um: 4600
  portBuffers: 21
  place_inst: 398
  place_congestion: 0.748
-- path summary, 6_finish.rpt --
path | depth (start not counted) | startpoint | slack, ns | end
worst min register to register | 2 | data_out[2] | 0.46 | data_out[2]
worst min-delay path | 2 | data_out[2] | 0.46 | data_out[2]
worst max-delay path | 9 | count[0] | 0.97 | count[4]
worst max register to register | 9 | count[0] | 0.97 | count[4]
-- power groups by stage --
stage	logic [uW]	registers [uW]	clock network, uW
6_report	524	1360	590
5_1_grt	588	1370	657
4_1_cts	530	1360	612
-- through the flow --
stage          utilization, %  setup slack, ns  power [uW]  instance area, um2  hold WS (ns)
2_1_floorplan               -             1.41        1750                4050         0.422
3_3_place_gp             45.7            0.926        1900                4460         0.444
3_5_place_dp             45.7            0.851        1910                4460         0.449
4_1_cts                  47.4            0.948        2500                4630         0.463
5_1_grt                  47.4            0.652        2620                4630         0.483
6_report                 47.4            0.973        2470                4630         0.461
-- worst max-delay path: stages (launching register included) --
cell,delay (ns)
dfxtp_1,0.36
or3_4,0.42
o31ai_4,0.47
inv_2,0.27
fa_1,0.46
a21o_1,0.19
a21oi_1,0.18
nor3_1,0.08
o21a_1,0.20
nor3_1,0.11
-- area by class of cell --
cell class	count	area, um2
fill	825	5140
sequential	101	2820
multi-input combinational	127	1150
timing repair buffer	34	308
tap	133	166
clock buffer	11	131
clock inverter	5	36.3
inverter	3	11.3
-- routing by layer --
| metal | share of wire, % | routed length (um) | GRT usage (%) | vias to the layer above |
|---|---|---|---|---|
| met5 | 0 | 0 | 0 | - |
| met3 | 9.7 | 692 | 8.75 | 7 |
| li1 | - | - | - | 1009 |
| met1 | 42 | 3010 | 23.6 | 1025 |
| met4 | 1.2 | 86 | 1.87 | 0 |
| met2 | 47 | 3390 | 24.2 | 85 |
-- Yosys cell counts, types with 2 or more instances --
cell type,instances
clkbuf_1,4
nand2b_1,3
nand2_1,26
mux4_1,7
buf_2,6
a21oi_1,16
nor3_1,7
nor2_1,16
mux4_2,17
nand3_1,3
a21o_1,2
xnor2_1,6
edfxtp_1,80
o21ai_0,3
ha_1,3
nand3b_1,2
dfxtp_1,21
inv_1,2
-- cells by family (layout without fill, tap and decap cells) --
kind of cell	count (synthesis)	count (layout)	synth area share, %
AND-OR/OR-AND	29	29	4.54
buffers and inverters	15	53	1.85
AND/OR/NAND/NOR	64	64	7.26
flip-flops	101	101	69.7
multiplexers	24	24	14.0
adder cells (fa/ha/maj)	4	4	1.42
XOR/XNOR	6	6	1.30
-- state kept, by name, summed over array words and instances (netlist names) --
name / flops
FIFO: 80
count: 5
rd_ptr: 4
wr_ptr: 4
data_out: 8
Power figures rest on the tool's default switching activity, not on a simulated workload.
