[design/flow/run.sh]
#!/bin/bash
# OpenROAD 26Q1-2900-gdf79404cd8, Yosys 0.63+post, stock flow scripts
make -C /OpenROAD-flow-scripts/flow DESIGN_CONFIG=/design/flow/config.mk WORK_HOME=/design/flow/orfs finish
[design/flow/config.mk]
export PLATFORM = sky130hd
export DESIGN_NAME = Mul_CP
export DESIGN_NICKNAME = Mul_CP
export VERILOG_FILES = /design/flow/design.v
export SDC_FILE = /design/flow/constraint.sdc
export NUM_CORES = 4
export LEC_CHECK = 1
export CORE_AREA = 10 10 70 70
export DIE_AREA = 0 0 80 80
[design/flow/constraint.sdc]
current_design Mul_CP

set clk_period 1.0
set clk_io_pct 0.2

create_clock -name clk0 -period $clk_period [get_ports {clk}]

set non_clock_inputs [all_inputs -no_clocks]
set_input_delay [expr $clk_period * $clk_io_pct] -clock clk0 $non_clock_inputs
set_output_delay [expr $clk_period * $clk_io_pct] -clock clk0 [all_outputs]
[design/flow/design.v]
module Mul_CP(input eqz, start, clk, reset, output reg LdA, LdB, LdP, clrP, decB, done);
reg [2:0]state, next_state;
parameter S0 = 3'b000, S1 = 3'b001, S2 = 3'b010, S3 = 3'b011, S4 = 3'b100;
always @(posedge clk)
  begin
    if(reset)
      state <= S0;
    else   
      state <= next_state;
  end
always @(*)
  begin
  next_state = state;
    case(state)
       S0: 
         begin 
           if(start)
              next_state = S1;
         end
       S1: next_state = S2;
       S2: next_state = S3;
       S3: 
         begin 
           if(eqz)
             next_state = S4;
         end
       S4: next_state = S0;
       default: next_state = S0;
    endcase     
  end
always @(state)
  begin
    case(state)
       S0: 
         begin
          #1 LdA = 0; LdB = 0; LdP = 0; clrP = 0; decB = 0; done = 0;
         end
       S1: #1 LdA=1;
       S2:
         begin
           #1 LdA = 0; LdB = 1; clrP = 1;
         end
       S3: 
         begin
           #1 LdB = 0; clrP = 0; LdP = 1; decB = 1;
         end
       S4: 
         begin
           #1 LdP = 0; decB = 0; done = 1;
         end
       default:
         begin
           #1 LdA = 0; LdB = 0; LdP = 0; clrP = 0; decB = 0; done = 0;
         end 
    endcase   
  end
endmodule
==> impl_metrics.csv <==
group,metric,value,unit
run_status,outcome,"finished, final reports clean",
logic_synthesis,share_of_the_synthesized_area_in_the_top_cell_type,40.2,%
cells_and_area,final_layout_top_logic_cells,"9 x clkdlybuf4s50_1, 5 x dfxtp_1, 4 x dlxtn_1, 3 x or2_2, 3 x clkbuf_4",
final_timing,whs,0.444,ns
logic_synthesis,yosysWarningCount,1,
job,stage_log_warnings,25,
final_timing,finalCritPeriodShare,76.8,%
cells_and_area,fill_cells,395,
cts,clk-insertion-delay-late,0.24,ns
cells_and_area,fin_cells,82,
route,dr_wl_met2,134,µm
route,dr.max_layer_used,"met3",
die,floorplanUtilization,7.29,%
die,placementRows,21,
cts,tritoncts.num_buffers,3,
global_routing,grt_pass1_wl,862,µm
route,firstDrtPassIters,3,
power_and_ir_drop,power_per_cell_area,1220,nW/µm²
worst_hold_path,hold_path_class,"reg2reg",
final_timing,finalWorstPathRequiredPeriod,0.768,ns
global_routing,maximum_number_of_pins_on_one_net_before_global_route_repair,6,
critical_path,r2r-start,"state[4]$_DFF_P_",
final_timing,clock-skew-final,0.00177,ns
critical_path,path_cells,"clkdlybuf4s50_1 -> nor2_1 -> o21ai_0",
logic_synthesis,synthesis.instances,25,
critical_path,setup.reg_to_reg.worst_slack,0.36,ns
die,die-width,80,µm
logic_synthesis,synthDominantAreaCellType,"dfxtp_1",
route,drc,0,
placed_design,port-buffer-count,9,
cts,post_cts_resized,0,
logic_synthesis,synth_chip_area,249,µm²
worst_hold_path,hold_path_depth,2,
critical_path,critical_path.endpoint_type,"flop",
power_and_ir_drop,irDropWorstVdd,0.000274,V
logic_synthesis,post_synthesis_instance_area,249,µm²
final_timing,rsz0062_at_grt,"no",
global_routing,global_route_total_usage_across_every_layer,1.81,%
critical_path,worst_r2r_path_cells,2,
route,via_per_inst,2.27,
route,detail_route.antenna_diodes,0,
final_timing,slew_headroom,87.5,%
cells_and_area,finish.instance_area,408,µm²
power_and_ir_drop,power_leakage,0.161,nW
global_routing,grt_overflow_total,0,
placed_design,postPlaceCellArea,382,µm²
critical_path,critical_path_class,"in2reg",
logic_synthesis,synth.avg_cell_area,9.96,µm²
die,die_area,6400,µm²
global_routing,grt_antenna_before_repair,0,
route,vias,186,
route,drt.antenna.violating_nets,0,
cts,cts_tree,"built",
final_timing,final_max_slew_viol_count,0,
critical_path,cpMaxStageDelayCell,"clkdlybuf4s50_1",
cells_and_area,mostFrequentLayoutCell,"clkdlybuf4s50_1",
cells_and_area,layout.area.seq,160,µm²
final_timing,timing.final.hold_violations,0,
cts,htree_num_levels,1,
route,wl_met3,164,µm
route,first_iter_violations,28,
final_timing,tightestPinTransition,0.187,ns
placed_design,dpl.cell_count,78,
cells_and_area,final-comb-area,66.3,µm²
job,drv_cap,0,
critical_path,max_stage_delay,0.49,ns
final_timing,unclocked_pins,4,
critical_path,r2r_end,"state[4]$_DFF_P_",
critical_path,cp-start-kind,"input pin",
final_timing,unconstrained_endpoints,10,
route,wirelength_met1,242,µm
route,wl_per_cell,6.60,µm
logic_synthesis,topCellsByArea,"dfxtp_1 40%, dlxtn_1 24%, or2_2 7.5%",
power_and_ir_drop,post-layout-total-power,0.498,mW
route,drt-total-wl,541,µm
cells_and_area,layout-drive-gt1-share,16.7,%
final_timing,fmaxAchievable,1.30,GHz
cts,number_of_buffers_added_for_setup_after_cts,0,
die,placeable_area,3420,µm²
die,ios,10,
cts,post_cts_hold_buffer_count,0,
worst_hold_path,hold_path_startpoint,"state[0]$_DFF_P_",
die,die_height,80,µm
logic_synthesis,yosysUniqueCellTypes,13,
cts,max-clock-path-buffers,2,
final_timing,setup_ws,0.232,ns
logic_synthesis,synth_flops,9,
cts,cts_root_buf,"clkbuf_4",
critical_path,critical_path.max_fanout,5,
placed_design,globalplace.congestion,0.674,
logic_synthesis,count_of_instantiated_cells_in_the_yosys_netlist,25,
cells_and_area,flow.area_growth_from_synthesis,63.8,%
worst_hold_path,min_delay_worst_endpoint,"state[3]$_DFF_P_",
global_routing,grt_pass1_vias,187,
cts,worst_setup_hold_path_clk_slew,0.04,ns
critical_path,worst-endpoint-required,1.13,ns
final_timing,setup_viol,0,
placed_design,post_placement_worst_setup_slack,-0.0225,ns
critical_path,timing.critical_path.arrival,0.89,ns
## cell usage after synthesis, drive strengths merged
| cell | n |
|---|---|
| nor3b | 1 |
| buf | 2 |
| o21ai | 1 |
| nand2 | 1 |
| or3 | 1 |
| nor2b | 1 |
| nand2b | 1 |
| or2 | 3 |
| nor2 | 2 |
| inv | 2 |
| dlxtn | 4 |
| dfxtp | 5 |
| a21oi | 1 |
## routing by layer
metal	vias up	global-route usage [%]
met2	14	1.69
met5	-	0
li1	96	-
met3	0	2.61
met1	76	2.14
met4	0	0.352
## critical path: cells and delay by family
kind | cells | cell delay [ns]
AND-OR/OR-AND | 1 | 0.08
AND/OR/NAND/NOR | 1 | 0.12
buffers and inverters | 1 | 0.49
## registers in the layout, summed over array words and instances (netlist names)
name / count
state: 5
LdA: 1
LdB: 1
decB: 1
done: 1
## cell families (layout without fill, tap and decap cells)
family	Yosys count	count (layout)	share of synthesized area, %
AND-OR/OR-AND	2	2	4.02
buffers and inverters	4	15	9.04
flip-flops	5	5	40.2
latches	4	4	24.1
AND/OR/NAND/NOR	10	10	22.6
## stage by stage
stage	utilization, %	setup TNS (ns)
global placement	11.2	-0.0161
floorplan	-	0
finish	11.9	0
CTS	11.9	0
global route	11.9	0
detailed placement	11.2	-0.0225
## area by class of cell
class                           instances  area share, %
Multi-Input combinational cell         12           16.3
Clock buffer                            4           6.44
Sequential cell                         9           39.3
Tap cell                               46           14.1
Inverter                                2           1.84
Timing Repair Buffer                    9           22.1
## worst max-delay path by stage
stage	from	end	slack, ns	cells after the start
final	reset	state[0]$_DFF_P_	0.23	3
after CTS	reset	state[0]$_DFF_P_	0.24	3
after global routing	reset	state[0]$_DFF_P_	0.17	3
## power by group
part / internal [mW] / total [mW] / switching, mW
clock network: 0.151 / 0.233 / 0.0818
logic: 0.0275 / 0.0393 / 0.0117
registers: 0.220 / 0.226 / 0.00673
Power is estimated from default activity; no workload was simulated.
